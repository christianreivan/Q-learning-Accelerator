==> flow/design.v <==
module CU (clk, rst, next_state, change_iteration, done, total_iteration_in, step, total_iteration, iteration);
    input clk, rst;
    input [4:0] next_state;
    input [11:0] total_iteration_in;
    output reg change_iteration, done;
    output [3:0] step;
    output [11:0] total_iteration, iteration;
    reg [3:0] step_counter;
    reg [11:0] total_iteration_reg, iteration_counter;
    always @(posedge clk ) begin
        if(rst) begin
            total_iteration_reg <= total_iteration_in;
            step_counter <= 4'd0;
            iteration_counter <= 12'd0;
            done <= 0;
        end
        else begin
            step_counter <= step_counter + 4'd1;
            change_iteration = 1'b0;
            if (next_state == 5'd25) begin
                step_counter <= 4'd14;
            end
            if (step_counter == 4'd14) begin
                change_iteration = 1'b1;
            end
            if (step_counter == 4'd15) begin
                step_counter <= 4'd0;
                iteration_counter <= iteration_counter + 1;
            end
            if (iteration_counter == total_iteration_reg) begin
                done <= 1;
            end
        end
    end
    assign step = step_counter;
    assign iteration = iteration_counter;
    assign total_iteration = total_iteration_reg;
endmodule 
==> flow/run.sh <==
#!/bin/bash
# OpenROAD 26Q1-2900-gdf79404cd8, Yosys 0.63+post, stock flow scripts
make -C /OpenROAD-flow-scripts/flow DESIGN_CONFIG=/design/flow/config.mk WORK_HOME=/design/flow/orfs finish
==> flow/config.mk <==
export PLATFORM = sky130hd
export DESIGN_NAME = CU
export DESIGN_NICKNAME = CU
export VERILOG_FILES = /design/flow/design.v
export SDC_FILE = /design/flow/constraint.sdc
export NUM_CORES = 4
export LEC_CHECK = 1
export CORE_UTILIZATION = 30
==> flow/constraint.sdc <==
current_design CU

set clk_period 3.9
set clk_io_pct 0.2

create_clock -name clk0 -period $clk_period [get_ports {clk}]

set non_clock_inputs [all_inputs -no_clocks]
set_input_delay [expr $clk_period * $clk_io_pct] -clock clk0 $non_clock_inputs
set_output_delay [expr $clk_period * $clk_io_pct] -clock clk0 [all_outputs]
==> flow_metrics.tcl <==
# place-and-route summary
set metrics [dict create \
    status "finished clean" \
    grt_pass1_wl_um 4450 \
    drive_gt1_share_pct 10.18 \
    die_width_um 69.12 \
    worstReg2RegStart "step_counter[0]" \
    rsz0062_at_grt "no" \
    p_leak_nw 0.7604 \
    hp-class "reg2reg" \
    worstPathCellList "clkdlybuf4s50_1" \
    sw_frac_of_total_pct 20.24 \
    p_per_area_mw_per_mm2 338.2 \
    hpwlAfterDp_um 2026 \
    clockBufferDepth 2 \
    cp-start-kind "register" \
    p_clk_share_pct 37.5 \
    peakVddDrop_mv 0.1852 \
    stdcell_count 219 \
    startpoint "iteration_counter[4]" \
    ys_warn_count 1 \
    drt_pre_antenna_iters 4 \
    ys_seq_elements 30 \
    place_ws_ns 1.664 \
    syn_area_mm2 0.001351 \
    io_buffers 48 \
    wl_per_cell_um 12.63 \
    pwr-share-seq_pct 53.2 \
    synthCells 114 \
    drtIter0Drc 83 \
    viasPerCell 4.562 \
    drv_cap 0 \
    fin_crit_sh_pct 53.87 \
    root_buffer "clkbuf_8" \
    grt_max_degree 30 \
    cts_buffers 5 \
    cts_tree "done" \
    slew_headroom_pct 73.39 \
    p_int_mw 0.5319 \
    cts.clk_slew.worst_paths_ns 0.06 \
    finClkSkew_ns 0.005928 \
    num_rows 24 \
    cp_max_fo 8 \
    hold_violations 0 \
    crit_family "buffers and inverters" \
    end_kind "output port" \
    clock-sinks 30 \
    core_mm2 0.004354 \
    synth_chip_area_mm2 0.001351 \
    reg2reg_slack_ns 2.08 \
    avgSynthCellArea_um2 11.85 \
    crit_slowest_cell "clkdlybuf4s50_1" \
    crit_path_end "iteration[4]" \
    max_stage_delay_ns 0.53 \
    cp_data_required_time_ns 3.12 \
    gp_congestion 0.7520 \
    p_comb_share_pct 9.2 \
    critical_path_buf_inv_count 1 \
    cts.hold.buffers_added 0 \
    timing.rr.end "iteration_counter[3]" \
    fmax_mhz 476.0 \
    cts_resized 0 \
    fin_tns_setup_ns 0 \
    crit_type "reg2out" \
    netlist-cell-type-count 30 \
    io-pin-count 49 \
    wl_um 2766 \
    track_usage_pct 11.79 \
    ant_nets 0 \
    final_core_utilization_pct 45.29 \
    finalWorstSetupSlack_ns 1.799 \
    grt_pass1_vias 923 \
    antennaDiodeCount 0 \
    warnings 26 \
    syn_to_final_growth_pct 45.93 \
    clk-insertion-delay-late_ns 0.27 \
    fp_util_pct 31.03 \
    grt_busiest_layer "met1" \
    drc 0 \
    vias 999 \
    die_y_um 69.12 \
    antenna_found_initial 0 \
    cts_setup_buffers 0 \
    ys_cells 114 \
    lay_top_cells "48 x clkdlybuf4s50_1, 17 x dfxtp_1, 13 x xor2_1, 13 x edfxtp_1, 11 x nor2_1" \
    reg2regPathDepth 4 \
    p_switching_mw 0.1350 \
    grtUsageMet3_pct 3.264 \
    chipArea_mm2 0.004777 \
    fin_crit_ns 2.101 \
    cts_max_level 2 \
    worst_slew_pin_slew_ns 0.3982 \
    grt_overflow 0 \
    slew_violations 0 \
    whs_path_depth 2 \
    met1_usage_pct 18.73 \
    critical_path_arrival_ns 1.32 \
    layout_top_cell "clkdlybuf4s50_1" \
    setup_viol_count_final 0 \
    dpl.cell_count 211 \
    postSynthSeqShare_pct 54.07 \
    use_met2_pct 17.04 \
    crit_cells 1 \
    power_mw 0.6669 \
]
[metrics by stage]
step	area (um^2)	hold WS, ns
2_1_floorplan	1351	0.4130
3_3_place_gp	1882	0.4522
3_5_place_dp	1882	0.4651
4_1_cts	1972	0.4835
5_1_grt	1972	0.5385
6_report	1972	0.4796
[area by class of cell]
cell class / instances / area (um^2)
Tap cell: 52 / 65.06
Fill cell: 388 / 2382
Clock buffer: 8 / 90.09
Sequential cell: 30 / 730.7
Inverter: 4 / 15.01
Multi-Input combinational cell: 76 / 583.1
Timing Repair Buffer: 49 / 488.0
[per-layer routing]
| metal | vias to the layer above | wire (um) |
|---|---|---|
| li1 | 509 | - |
| met1 | 467 | 1337 |
| met2 | 21 | 1293 |
| met3 | 2 | 109 |
| met4 | 0 | 25 |
| met5 | - | 0 |
[worst min-delay path by stage]
stage,endpoint,slack [ns],start
CTS,done,0.48,done
global route,done,0.54,done
finish,done,0.48,done
[power groups by stage]
stage                 clock network, mW  logic (mW)  registers, mW
after CTS                         0.259      0.0622          0.355
after global routing              0.271      0.0665          0.357
final                             0.250      0.0615          0.355
[synthesized netlist by cell type]
cell type | number | area (um^2)
a211oi_1 | 1 | 7.510
a311oi_1 | 2 | 17.52
nor4_1 | 4 | 25.02
nand4_4 | 1 | 21.27
buf_6 | 1 | 11.26
nand3_1 | 3 | 15.01
a21oi_1 | 2 | 10.01
nor3_1 | 5 | 25.02
clkbuf_1 | 3 | 11.26
a31o_1 | 1 | 8.760
nor4_4 | 3 | 63.81
nor2_1 | 11 | 41.29
nand4_2 | 1 | 12.51
and3_2 | 2 | 15.01
xnor2_1 | 8 | 70.07
dfxtp_1 | 17 | 340.3
or3_4 | 1 | 11.26
a31oi_1 | 1 | 6.260
edfxtp_1 | 13 | 390.4
xor2_1 | 13 | 113.9
or3_2 | 1 | 7.510
nand2_1 | 6 | 22.52
nand2b_1 | 1 | 6.260
o21ai_0 | 2 | 10.01
inv_1 | 4 | 15.01
mux2i_1 | 1 | 10.01
o311a_2 | 1 | 11.26
or3_1 | 1 | 6.260
ha_1 | 3 | 37.54
o211ai_1 | 1 | 7.510
[cells by family after synthesis]
logic type	synth area share, %
and+or+nand+nor	20.18
xor gates and xnor gates	13.61
DFF	54.07
adders and majority gates	2.778
buffers and inverters	2.777
muxes	0.7408
AOI/OAI and AO/OA	5.834
Power figures rest on the tool's default switching activity, not on a simulated workload.
